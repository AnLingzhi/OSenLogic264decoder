## flow/run.sh

```bash
#!/bin/bash
# OpenROAD 26Q1-2900-gdf79404cd8, Yosys 0.63+post, stock flow scripts
make -C /OpenROAD-flow-scripts/flow DESIGN_CONFIG=/design/flow/config.mk WORK_HOME=/design/flow/orfs finish
```

## flow/config.mk

```make
export PLATFORM = sky130hd
export DESIGN_NAME = dc_fifo_async_read
export DESIGN_NICKNAME = dc_fifo_async_read
export VERILOG_FILES = /design/flow/design.v
export SDC_FILE = /design/flow/constraint.sdc
export NUM_CORES = 4
export LEC_CHECK = 1
export CORE_UTILIZATION = 40
```

## flow/constraint.sdc

```tcl
current_design dc_fifo_async_read

set clk_period 38.1
set clk_io_pct 0.2

create_clock -name clk0 -period $clk_period [get_ports {rd_clk}]
create_clock -name clk1 -period $clk_period [get_ports {wr_clk}]

set non_clock_inputs [all_inputs -no_clocks]
set_input_delay [expr $clk_period * $clk_io_pct] -clock clk0 $non_clock_inputs
set_output_delay [expr $clk_period * $clk_io_pct] -clock clk0 [all_outputs]
```

## flow/design.v

```verilog
module dc_fifo_async_read
(
	aclr,
	wr_clk,
	wr,
	data_in,
	afull,
	rd_clk,
	rd,
	data_out,
	nword,
	valid
);
parameter addr_bits = 7;
parameter data_bits = 16;
input  aclr;
input  wr_clk;
input  wr;
input  [data_bits-1:0] data_in;
output afull;
input  rd_clk;
input  rd;
output [data_bits-1:0] data_out;
output [addr_bits-1:0] nword;
output valid;
reg [data_bits-1:0] data_out;
reg [addr_bits-1:0] wr_addr;
reg [data_bits-1:0] wr_data[0: (1 << addr_bits) - 1];
reg [addr_bits-1:0] rd_addr;
reg [addr_bits-1:0] wr_addr_s;
reg [addr_bits-1:0] nword;
reg valid;
always @(posedge wr_clk)
if (aclr) 
	wr_addr <= 0;
else if (wr && (wr_addr != rd_addr - 1)) begin
	wr_addr <= wr_addr + 1;
	wr_data[wr_addr] <= data_in;
end
always @(posedge rd_clk or posedge aclr)
if (aclr)
	wr_addr_s <= 0;
else 
	wr_addr_s <= wr_addr;
always @(posedge rd_clk or posedge aclr)
if (aclr)
	nword <= 0;
else 
	nword <= wr_addr_s > rd_addr ? wr_addr_s - rd_addr : wr_addr_s + (1 << addr_bits)- rd_addr ;
always @(posedge rd_clk or posedge aclr)
if (aclr) begin
	rd_addr <= 0;
end
else if (rd && wr_addr_s != rd_addr) begin
	rd_addr <= rd_addr + 1;
end
always @(*)
	data_out <= wr_data[rd_addr];
always @(*)
if (wr_addr_s != rd_addr)
	valid <= 1;
else
	valid <= 0;
assign afull = (1 << addr_bits) - nword < 8;
//synopsys translate_off
always @(posedge wr_clk)
if (wr && (wr_addr == rd_addr - 1))
	$display("%t : %m, write while fifo is full", $time);
always @(posedge rd_clk)
if (rd && wr_addr_s == rd_addr)
	$display("%t : %m, read while fifo is empty", $time);
//synopsys translate_on
endmodule
```

==> impl_metrics.py <==
# Generated from Yosys and OpenROAD reports
metrics = {
    "run_status": {
        "status": "completed",
    },
    "worst_setup_path": {
        "critPathRequiredTime_ns": 30.48,
        "max_stage_delay_ns": 1.12,
        "reg_to_reg_slack_setup_ns": 32.97,
        "worst-path-buf-inv": 5,
        "crit_arrival_ns": 5.88,
        "critical_path_peak_fanout": 84,
        "rr_endpoint": "wr_data[32][10]$_DFFE_PP_",
        "nature_of_the_critical_path_startpoint": "flop",
        "crit_cells": 11,
        "r2r-start": "rd_addr[0]$_DFFE_PP0P_",
        "cpMostUsedCell": "buf_4",
        "crit_path_top_delay_cell": "a2111oi_0",
        "worstSetupPathType": "reg2out",
        "critPathTopFamily": "buffers and inverters",
        "ff2ff_path_depth": 13,
        "endpoint_kind": "output pin",
        "ordered_cell_list_for_the_critical_path": "buf_4, buf_12, buf_4, mux4_2, nand2_1, and3_1, nor4_1, a2111oi_0, buf_4, a31oi_1, clkdlybuf4s50_1",
    },
    "floorplan": {
        "io_pins": 46,
        "rows": 164,
        "design.die.area_sq_um": 203000,
        "die-height_um": 450.5,
        "core_util_floorplan": 0.4026,
        "placeableCoreArea_sq_um": 199900,
        "die-width_um": 450.5,
    },
    "placement": {
        "port_buffers": 44,
        "detailed_place.area_sq_um": 85040,
        "gp_congestion": 0.9189,
        "place_ws_ns": 24.78,
        "dp.cells": 6438,
        "dpl.hpwl_mm": 125.2,
    },
    "synth": {
        "synth_top_cell_by_count": "edfxtp_1",
        "syn_avg_cell_area_sq_um": 21.77,
        "async_flop_share": 0.01012,
        "post_synth_instance_area_sq_um": 80470,
        "ys_cells": 3697,
        "synth.area.top_cells": "edfxtp_1 (76%), mux4_2 (14%), mux2i_1 (2.3%), a22oi_1 (0.85%), nor2_1 (0.85%)",
        "numSynthFlops": 2076,
        "yosys.cell_types.count": 63,
        "syn-instance-count": 3697,
        "synth-edff-count": 2048,
        "yosys_most_used_dff": "edfxtp_1",
        "yosys_synthesis_chip_area_sq_um": 80470,
        "synth-seq-area-share": 0.7725,
        "common_cells": "edfxtp_1 (2,048), mux4_2 (491), mux2i_1 (182), nor2_1 (182), nand2_1 (126)",
        "yosysWarnings": 2,
        "yosysTopAreaCell": "edfxtp_1",
        "top_area_contributor_share": 0.7642,
    },
    "routing": {
        "vias_per_cell": 5.693,
        "via_count": 38700,
        "routed_wire_length_per_instance_um": 31.28,
        "remaining_drc_errors": 0,
        "route.antenna.remaining_nets": 0,
        "drt-total-wl_mm": 212.7,
        "drt_first_iter_violations": 2661,
        "drtPass1Iterations": 5,
    },
    "global_route": {
        "number_of_antenna_violations_at_the_first_check_in_global_routing": 5,
        "grt_pass1_vias": 41920,
        "grt_util_all_layers": 0.2332,
        "grt_start_max_net_pins": 86,
        "global_route_wire_length_before_repair_mm": 303.9,
        "gr_overflow_total": 0,
    },
    "power": {
        "post-layout-total-power_mw": 6.259,
        "leakagePower_nw": 28.55,
        "worst_ir_drop_vdd_mv": 0.06191,
        "powerDensity_nw_per_um2": 68.70,
    },
    "clock_network": {
        "cts.repair.resized": 0,
        "cts_hold_buf": 0,
        "tritoncts": "done",
        "clkTransAtPathRegs_ns": 0.06,
        "postCtsSetupBuffers": 0,
        "clock-sinks": 2076,
    },
    "final_timing": {
        "rsz0062_at_grt": "false",
        "finalMaxSlewViolations": 0,
        "finalSetupTns_ns": 0,
        "finalHoldWorstSlack_ns": 0.6460,
        "fin_worst_skew_ns": 0.02332,
        "timing.final.ws_setup_ns": 24.60,
        "max_slew_margin": 0.1250,
        "final-setup-viol-count": 0,
        "final-hold-violation-count": 0,
        "tightest_slew_ns": 1.279,
    },
    "cells_and_area": {
        "drive_gt1_frac": 0.2600,
        "finalCoreUtilization": 0.4559,
        "fin_cells": 6798,
        "area_growth_pct": 13.22,
        "finish.instance_area_sq_um": 91110,
    },
    "hold_path": {
        "min_to": "nword[3]$_DFF_PP0_",
        "holdCritStartpoint": "wr_addr_s[3]$_DFF_PP0_",
        "timing.hold.worst_path_depth": 2,
        "hold_class": "reg2reg",
    },
    "run": {
        "cap_viol_max_count": 0,
        "stage_log_warnings": 28,
    },
}
-- routing by layer --
layer,up-vias,GRT usage,routed length (um)
met1,19780,0.2771,66650
met3,364,0.1737,36280
met4,8,0.07642,9105
met2,2487,0.3387,100500
met5,-,0.004025,117
li1,16060,-,-
-- cell usage in the layout, fill, tap and decap left out, types with 13 or more instances in the layout --
master	n
clkbuf_16	200
clkinv_1	46
clkdlybuf4s50_1	28
inv_1	14
a221oi_1	14
nor2_2	51
mux4_2	491
a21oi_1	52
clkbuf_1	55
a22oi_1	91
nand3_1	32
buf_4	255
edfxtp_1	2048
xnor2_1	16
and3_1	13
dfrtp_1	17
nand2_1	126
clkinv_2	31
mux2i_1	182
o21ai_0	27
nor2_1	132
-- worst max path at each step --
stage             end                    from
4_1_cts   data_out[3]  rd_addr[1]$_DFFE_PP0P_
5_1_grt   data_out[3]  rd_addr[1]$_DFFE_PP0P_
6_report  data_out[3]  rd_addr[1]$_DFFE_PP0P_
-- worst register-to-register path: cells and delay by family, from the launching register on --
family,cells,cell delay [ns]
buffers and inverters,6,2.60
AND/OR/NAND/NOR,4,1.32
flip-flops,1,0.75
adder cells (fa/ha/maj),1,0.29
multiplexers,1,0.23
AND-OR/OR-AND,1,0.17
-- where the power goes --
part	total (mW)	internal, mW	leakage [nW]	switching [mW]
Sequential	2.55	2.52	18.7	0.0345
Combinational	1.85	0.753	6.88	1.09
Clock	1.86	1.03	2.95	0.832
Total	6.26	4.30	28.5	1.96
-- kinds of logic (layout without fill, tap and decap cells) --
family,after synthesis,count (layout),synth area share
DFF,2076,2076,0.7725
muxes,680,680,0.1616
and+or+nand+nor,426,426,0.02314
AOI/OAI and AO/OA,263,263,0.02279
buffers and inverters,221,663,0.01606
xor gates and xnor gates,21,21,0.002285
adders and majority gates,10,10,0.001648
other,0,3,0
-- sequential cells by signal, indices dropped and copies added, names as in the netlist --
register   flops
wr_addr_s      7
rd_addr        7
wr_addr        7
wr_data     2048
nword          7
-- layout make-up --
| type | instances | area (sq um) |
|---|---|---|
| fill | 16310 | 108800 |
| sequential | 2076 | 62180 |
| multi-input combinational | 1400 | 17170 |
| clock buffer | 255 | 5211 |
| tap | 2656 | 3323 |
| timing repair buffer | 288 | 2295 |
| clock inverter | 102 | 855.8 |
| inverter | 18 | 72.57 |
| antenna | 3 | 7.507 |
Power is estimated from default activity; no workload was simulated.
