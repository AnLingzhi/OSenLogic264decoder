==> /design/flow/design.v <==
module video_output (
	input clk,
  	input video_de_i,
	input video_hs_n_i,
	input video_vs_n_i,
	input[10:0] video_next_x_i,
	input[63:0] y_data,
	input[63:0] u_data,
	input[63:0] v_data,
	output reg video_de,
	output reg video_hs_n,
	output reg video_vs_n,
	output [15:0] video_data
);
reg [7:0]	y;
reg	[7:0]	u;
reg	[7:0]	v;
reg video_de_d;
reg video_hs_n_d;
reg video_vs_n_d;
reg video_de_dd;
reg video_hs_n_dd;
reg video_vs_n_dd;
always @(posedge clk) begin
	video_de_d <= video_de_i;
    video_hs_n_d <= video_hs_n_i;
    video_vs_n_d <= video_vs_n_i;
    video_de_dd <= video_de_d;
    video_hs_n_dd <= video_hs_n_d;
    video_vs_n_dd <= video_vs_n_d;
	y = y_data[7+video_next_x_i[2:0]*8-:8];
	u = u_data[7+video_next_x_i[3:1]*8-:8];
	v = v_data[7+video_next_x_i[3:1]*8-:8];
	video_de <= video_de_dd;
	video_hs_n <= video_hs_n_dd;
	video_vs_n <= video_vs_n_dd;
end
reg  [7:0]  video_r,video_g,video_b;
reg  [9:0] r_tmp;
reg  [9:0] g_tmp;
reg  [9:0] b_tmp;
assign video_data = {video_r[7:3], video_g[7:2],video_b[7:3]};
always@(posedge clk) begin
    if (r_tmp[9])
      video_r <= 0;
    else if (r_tmp[8:0] > 255)
      video_r <= 255;
    else
      video_r <= r_tmp[7:0];
    if (g_tmp[9])
      video_g <= 0;
    else if (g_tmp[8:0] > 255)
      video_g <= 255;
    else
      video_g <= g_tmp[7:0];
    if (b_tmp[9])
      video_b <= 0;
    else if (b_tmp[8:0] > 255)
      video_b <= 255;
    else
      video_b <= b_tmp[7:0];
end
reg [17:0] a0;
reg [17:0] a1;
reg [17:0] a2;
reg [17:0] a3;
reg [17:0] a4;
always@(posedge clk) begin
    a0<= y*596;
    a1 <=v*817;
    a2 <=u*200;
    a3 <=v*416;
    a4 <= u*1033;
end
always@(posedge clk) begin
    r_tmp <= ( a0[17:2] + a1[17:2] - 114131/4 ) >>7;
    g_tmp <= ( a0[17:2] - a2[17:2] - a3[17:2] + 69370/4) >>7;
    b_tmp <= ( a0[17:2] + a4[17:2] - 141787/4 ) >>7;
end
endmodule
==> /design/flow/run.sh <==
#!/bin/bash
# OpenROAD 26Q1-2900-gdf79404cd8, Yosys 0.63+post, stock flow scripts
make -C /OpenROAD-flow-scripts/flow DESIGN_CONFIG=/design/flow/config.mk WORK_HOME=/design/flow/orfs finish
==> /design/flow/config.mk <==
export PLATFORM = sky130hd
export DESIGN_NAME = video_output
export DESIGN_NICKNAME = video_output
export VERILOG_FILES = /design/flow/design.v
export SDC_FILE = /design/flow/constraint.sdc
export NUM_CORES = 4
export LEC_CHECK = 1
export CORE_UTILIZATION = 50
==> /design/flow/constraint.sdc <==
current_design video_output

set clk_period 4.1
set clk_io_pct 0.2

create_clock -name clk0 -period $clk_period [get_ports {clk}]

set non_clock_inputs [all_inputs -no_clocks]
set_input_delay [expr $clk_period * $clk_io_pct] -clock clk0 $non_clock_inputs
set_output_delay [expr $clk_period * $clk_io_pct] -clock clk0 [all_outputs]
==> GITHUB_STEP_SUMMARY <==
### Flow metrics

| Metric | Value |
|---|---|
| Status | finished clean |
| Hold Violations, Final | 0 |
| Maximum level of the CTS H-tree | 4 |
| DR vias/cell | about 5.1 |
| Endpoint of the worst-slack reg-to-reg timing path | a1[17] |
| Number of vias in the routed layout | approximately 7,600 |
| Seq/Total Area, Yosys | 0.2697 |
| Starting DRT DRC Count | about 200 |
| Cell at the root of the clock tree | sky130_fd_sc_hd__clkbuf_16 |
| Ratio of cells with drive above 1 in the final layout | 0.09894 |
| Max Clock Freq | around 0.27 GHz |
| Post-DR wirelength/cell | about 15 um |
| HP Start | video_de_dd |
| Data arrival time at the worst-slack endpoint | 3960 ps |
| Depth of the most critical reg-to-reg path | 11 |
| Critical path buffers and inverters | 2 |
| Number of remaining DRC errors | 0 |
| Worst rel slew slack | 0.4846 |
| Number of buffers inserted during clock tree synthesis | 17 |
| Setup crit end kind | flop |
| Port Buffers | ~220 |
| Clock slew at reported path FFs | approximately 60 ps |
| Post-detailed-routing wire length | ~22,000 um |
| Slowest CP cell | sky130_fd_sc_hd__or4_4 |
| Post-Layout Inst Area | approximately 0.014 mm2 |
| Leak | 0.006476 uW |
| Number of clock sinks | around 140 |
| Chip height | ~150 um |
| Max Fanout on Critical Path | 4 |
| Largest area contributor in the synthesized netlist | sky130_fd_sc_hd__dfxtp_1 |
| Post-layout utilization of the core | 0.6681 |
| Post-DP Area | roughly 0.013 mm2 |
| Fin Clk Skew | about 8 ps |
| Post-Syn Instances | just under 1,000 |
| Largest cells by area after synthesis | sky130_fd_sc_hd__dfxtp_1 27%, sky130_fd_sc_hd__ha_1 26%, sky130_fd_sc_hd__mux4_2 10% |
| OpenROAD warning count | 36 |
| Overall chip area | about 0.022 mm2 |
| Pin count of the biggest net entering global routing | 26 |
| Die Width | between 100 and 150 um |
| Yosys-reported design area after synthesis | ~0.011 mm2 |
| Number of optimization iterations in the first detailed-route pass | 4 |
| Initial cell density of the core | 0.5160 |
| Sum of negative setup slack | 0 ps |
| Post-layout minimum cycle time | 3678 ps |
| All-layer global routing usage | 0.2280 |
| Diode count | 0 |
| Peak per-stage delay on the critical path | approximately 550 ps |
| Type of the worst min-delay path | flop to flop |
| Detailed placer's ending HPWL | roughly 19,000 um |
| Quantity of gates resized following cts | 0 |
| Number of antenna violations at the first check in global routing | 1 |
| Global route overflow | 0 |
| Clk latency of the worst-skew pair | approximately 400 ps |
| Mapped Area | around 0.011 mm2 |
| Critical-path cell list | inv_1 -> ha_1 -> fa_1 -> inv_1 -> fa_1 -> ha_1 -> ha_1 -> or4_4 -> o311a_1 -> nor4_1 -> a311oi_1 |
| Site Rows | between 50 and 60 |
| Buffers inserted during post-CTS setup optimization | 0 |
| Hold bufs inserted after CTS | 0 |
| Synth top area share | 0.2697 |
| CTS tree | built |
| Synthesis-to-finish area growth | 29.48% |
| Worst Hold End | video_de |
| Final GP Congestion | between 0.8 and 0.9 |
| Vias in the first global route | around 8,000 |
| Most used cell, CP | sky130_fd_sc_hd__ha_1 |
| Number of endpoints failing setup at the final stage | 0 |
| Category of cells accounting for the largest share of critical-path delay | adder cells |
| # Cells Yosys | slightly below 1,000 |
| Hold path depth | 0 |
| Top-level port count | 226 |
| Worst vdd rail ir drop | 0.5442 mV |
| Total of warnings raised by yosys | 1 |
| CP Launch Type | flop |
| Reg-to-reg startpoint | v[6] |
| Seq cells post-synth | roughly 140 |
| Number of maximum-capacitance constraint violations | 0 |
| Critical path start-end classification | flop to flop |
| Maximum buffer depth of the clock tree | 2 |
| Mean instance size in the synthesized netlist | between 10 and 15 um2 |
| Primary FF master, synth | sky130_fd_sc_hd__dfxtp_1 |
| Setup repair after global routing missed its margin | false |
| Slack of the worst reg-to-reg path | between 400 and 500 ps |
| Core footprint | roughly 0.02 mm2 |
| CP Depth | 11 |
| Final-layout worst hold slack | around 330 ps |
| Max-slew violations | 0 |
| Power per standard cell area | ~800 mW/mm2 |
| Remaining number of nets flagged by the antenna check after routing | 0 |
| WP data required | approximately 4400 ps |
| Wire length of the first global-routing pass | roughly 37,000 um |
| Async set-or-reset flop fraction in the synthesized netlist | 0 |
| Post-synth cell types | ~60 |
| Transition time at the pin with the least slew margin | a little under 800 ps |
| Flip-flops with a built-in enable | 0 |
| Final clock period utilization by the worst path | 0.8971 |
==> cell usage in the layout, fill, tap and decap left out, types with 23 or more instances in the layout <==
cell and n:
sky130_fd_sc_hd__a21oi_1 42, sky130_fd_sc_hd__fa_1 39, sky130_fd_sc_hd__ha_1 222, sky130_fd_sc_hd__dfxtp_1 142, sky130_fd_sc_hd__nor2_1 61, sky130_fd_sc_hd__mux4_2 48
sky130_fd_sc_hd__a21o_1 23, sky130_fd_sc_hd__mux2_2 24, sky130_fd_sc_hd__xnor2_1 43, sky130_fd_sc_hd__inv_1 151, sky130_fd_sc_hd__clkdlybuf4s50_1 216
==> cell families (layout without fill, tap and decap cells) <==
family / count (synthesis) / count (layout) / synth area share
buf+inv: 167 / 406 / 0.06041
xor+xnor: 58 / 58 / 0.04819
compound gates: 147 / 147 / 0.09306
fa+ha+maj: 261 / 261 / 0.3376
simple gates: 135 / 135 / 0.06101
flops: 142 / 142 / 0.2697
mux: 74 / 74 / 0.1301
==> per-stage QoR <==
stage	std cells	worst slack [ps]	total power, uW
finish	1493	421.9	11190
global route	1493	225.7	12460
CTS	1493	388.3	11330
detailed placement	1461	406.9	9581
global placement	1461	456.8	9546
floorplan	984	656.6	7887
==> state kept, by name, summed over array words and instances, names as in the netlist, 5 cells and up <==
register,count
a0,16
a1,18
a2,9
a3,10
a4,18
b_tmp,7
g_tmp,8
r_tmp,7
u,8
v,8
video_b,5
video_g,6
video_r,5
y,8
==> where the power goes <==
| group | switching, uW | total [uW] | internal [uW] |
|---|---|---|---|
| registers | 325 | 2360 | 2030 |
| clock network | 572 | 1610 | 1040 |
| logic | 3670 | 7220 | 3550 |
==> metal layers <==
layer	part of all wire	vias up	global-route usage
met5	0	-	0
li1	-	3918	-
met3	0.061	20	0.05578
met4	0.021	0	0.04278
met1	0.44	3488	0.3109
met2	0.48	196	0.3825
==> synth_stat cells, drive strengths merged, types with 7 or more instances <==
cell type / n
inv: 151
a21oi: 42
nand4: 7
a31oi: 7
clkbuf: 9
dfxtp: 142
ha: 222
mux2: 24
xnor2: 43
xor2: 15
o21ai: 21
buf: 7
nor2b: 11
mux4: 48
nor2: 61
o21a: 13
fa: 39
a21o: 23
nand2: 22
==> worst max-delay path by stage <==
stage / endpoint / slack [ps] / from
6_report: a1[17] / 420 / v[6]
5_1_grt: a0[16] / 230 / y[4]
4_1_cts: a1[17] / 390 / v[6]
==> final cells by class <==
class | count | area, um2
multi-input combinational | 675 | 7062
fill | 1652 | 6780
sequential | 142 | 2843
timing repair buffer | 223 | 2210
inverter | 151 | 566.8
clock buffer | 19 | 442.9
tap | 270 | 337.8
clock inverter | 13 | 187.7
Power is estimated from default activity; no workload was simulated.
